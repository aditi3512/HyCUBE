===== run.sh =====
#!/bin/bash
# OpenROAD 26Q1-2900-gdf79404cd8, Yosys 0.63+post, stock flow scripts
make -C /OpenROAD-flow-scripts/flow DESIGN_CONFIG=/design/flow/config.mk WORK_HOME=/design/flow/orfs finish

===== config.mk =====
export PLATFORM = sky130hd
export DESIGN_NAME = simple_alu
export DESIGN_NICKNAME = simple_alu
export VERILOG_FILES = /design/flow/design.v
export SDC_FILE = /design/flow/constraint.sdc
export NUM_CORES = 4
export LEC_CHECK = 1
export CORE_UTILIZATION = 30

===== constraint.sdc =====
current_design simple_alu

set clk_period 33.9
set clk_io_pct 0.2

create_clock -name clk0 -period $clk_period

set non_clock_inputs [all_inputs -no_clocks]
set_input_delay [expr $clk_period * $clk_io_pct] -clock clk0 $non_clock_inputs
set_output_delay [expr $clk_period * $clk_io_pct] -clock clk0 [all_outputs]

===== design.v =====
module simple_alu(op_predicate, op_LHS, op_RHS, op_SHIFT, operation, result);
parameter width = 32;
input [32:0] op_RHS;
input [32:0] op_LHS;
input [32:0] op_SHIFT;
input [31:0] op_predicate;
input [5:0] operation;
output [31:0] result;
reg [31:0] result;
wire [32:0] op_2;
assign op_2 = (operation[5]) ? op_SHIFT : op_LHS;
always_comb
begin: alu
case(operation[4:0])
	5'b00000: result = {32{1'b0}}; 
	5'b00001: result = (op_RHS[31:0] + op_2[31:0]);  
	5'b00010: result = (op_RHS[31:0] - op_2[31:0]) ;  
	5'b00011: result = ($signed(op_RHS[31:0]) * $signed(op_2[31:0])) ;  
	5'b01000: result = (op_RHS[31:0] << op_2[31:0]);  
	5'b01001: result = (op_RHS[31:0] >> op_2[31:0]);  
	5'b01010: result = (op_RHS[31:0] >>> op_2[31:0]);  
	5'b01011: result = (op_RHS[31:0] & op_2[31:0]);  
	5'b01100: result = (op_RHS[31:0] | op_2[31:0]);  
	5'b01101: result = (op_RHS[31:0] ^ op_2[31:0]);  
	5'b10000: begin
			if (operation[5]==1'b0) begin
				if (op_LHS[32] == 1'b1) 
					result = op_LHS[31:0];  
				else if (op_RHS[32] == 1'b1) 
					result = op_RHS[31:0];  
				else 
					result = {32{1'b0}};
			end
			else begin
				result = op_SHIFT[31:0];
			end
	end
	5'b10001: begin
			if (operation[5]==1'b0) 
				result = op_RHS[31:0];  
			else
				result = op_SHIFT[31:0];  
		end	
	5'b10010: result = {{31{1'b0}},(op_RHS[31:0] == op_2[31:0])};  
	5'b10011: result = {{31{1'b0}},($signed (op_RHS[31:0]) < $signed(op_2[31:0]))};  
	5'b10100: result = (op_predicate[31:0] | op_RHS[31:0] | op_2[31:0]);  
	5'b10101: result = {{31{1'b0}},($signed(op_2[31:0]) < $signed(op_RHS[31:0]))};  
	5'b11111: result = op_2[31:0];  
	default: result = {32{1'b0}};
endcase
end
endmodule

==> metrics.cfg <==
[run_status]
status=finished, final reports clean

[route]
drt_iter0_drc=2358
met2_length_mm=52.6
met1_length_mm=49.6
top_layer_used=met5
routed_wl_mm=128
dr.pass1.iters=6
viasPerCell=5.70
wl_met3_mm=17.6
dr_total_vias=26500
drtAntennaViolNets=0
drt_drc_violations_left=0
avgRoutedWirePerCell_um=27.5

[cells_and_area]
layout-drive-gt1-share_pct=5.33
utilization_pct=34.0
fin_area_um2=29100
flop-count=0
fill_cells=9216
flop_area_um2=0
clockBufferCount=0
syn2layout_area_growth_pct=11.5
combGateArea_um2=23200

[placed_design]
dp_slack_ns=10.54
dp_hpwl_mm=100
place_congestion=1.07
port_buffers=168
place_area_um2=29100

[timing]
max_clock_freq_mhz=42.5
worstMarginPinSlew_ns=1.15
finalClockPeriodUsage_pct=69.5
fin_setup_tns_ns=0
max_slew_margin_pct=23.0
maxSlewViolCount=0
period_needed_ns=23.55
setup_viol=0
rsz0062_at_grt=false
timing_hold_violations_final=0
fin_ws_ns=10.35

[pwr]
cellLeakagePower_uw=0.0135
p_per_area_nw_per_um2=207
internal-power_uw=2180
swShare_pct=63.9
vdd_drop_max_uv=542
p_sw_uw=3850

[setup_path]
critPathArrivalTime_ns=16.77
path_class=in -> out
critPathRequiredTime_ns=27.12
worstPathMaxFanout=46
worstSetupStartpoint=operation[5]
crit_path_start_kind=input pin
crit_path_end_kind=output pin

[global_route]
grt_pass1_wl_mm=188
grt_overflow=0
grt_max_degree=76
track_usage_pct=30.1
grt_pass1_vias=26800
antenna_found_initial=5

[yosys]
synth.area.top_cells=fa_1, ha_1, nor2_1
netlist_top_cells_count=nor2_1, inv_1, fa_1
syn_area_um2=26100
yosysCellCount=3468
avgSynthCellArea_um2=7.53
yosys_area_um2=26100
top_area_cell=fa_1
synth.top_cell.area_share_pct=31.4
yosys_warnings=1
synth.most_common_cell=nor2_1
yosys.cell_types.count=91
synthCells=3468
postSynthSeqShare_pct=0

[flow_run]
drv_cap=0
warnings=97

[hold_path]
whs_path_depth=6
min_from=operation[5]
hp-class=in -> out
min_to=result[2]

[clock_network]
post_cts_buffers=0
cts-resized-gates=0
holdBufCountCts=0

[die]
rows=107
core_area_um2=85700
fp_util_pct=30.5
die_x_um=297
io_pins=169
chipArea_um2=88300
die-height_um=297

-- routing by layer --
| metal | up-vias | global-route usage [%] |
|---|---|---|
| li1 | 11500 | - |
| met1 | 13000 | 39.9 |
| met2 | 1663 | 42.0 |
| met3 | 375 | 13.5 |
| met4 | 6 | 15.1 |
| met5 | - | 0 |
-- kinds of logic (layout without fill, tap and decap cells) --
family / after synthesis / after routing / synth area share [%]
AOI/OAI and AO/OA: 706 / 706 / 17.8
and+or+nand+nor: 1113 / 1113 / 18.0
buffers and inverters: 753 / 796 / 11.2
muxes: 143 / 143 / 6.41
adders and majority gates: 656 / 656 / 43.2
xor gates and xnor gates: 97 / 97 / 3.30
other: 0 / 1 / 0
-- critical path, stage by stage --
cell	delay, ns
buf_4	0.39
buf_4	0.59
mux2i_4	0.80
inv_2	0.47
ha_1	0.37
inv_1	0.23
fa_1	0.51
fa_1	0.42
inv_1	0.08
fa_1	0.41
inv_1	0.08
fa_1	0.40
inv_1	0.09
fa_1	0.45
fa_1	0.46
fa_1	0.53
fa_1	0.43
ha_1	0.38
a21o_1	0.24
a211o_1	0.28
a21oi_1	0.11
a21bo_2	0.26
nor2_1	0.15
o31a_1	0.38
nand2b_1	0.12
xnor2_1	0.50
o221ai_1	0.28
clkdlybuf4s50_1	0.54
-- worst max path at each step --
stage / to / slack [ns]
4_1_cts: result[31] / 10.52
5_1_grt: result[30] / 10.02
6_report: result[29] / 10.35
-- cell usage in the layout, fill, tap and decap left out, drive strengths merged, types with 33 or more instances in the layout --
cell / synthesis / final
nand2: 346 / 346
ha: 246 / 246
inv: 509 / 509
o21ai: 159 / 159
a21oi: 184 / 184
nor2: 541 / 541
clkdlybuf4s50: 0 / 166
fa: 410 / 410
mux2i: 122 / 122
o211ai: 33 / 33
a22oi: 33 / 33
buf: 74 / 112
nor3: 45 / 45
nand3: 40 / 40
xnor2: 82 / 82
-- area by class of cell --
class / count / share of cell area [%]
Multi-Input combinational cell: 2715 / 79.8
Timing Repair Buffer: 278 / 8.62
Inverter: 518 / 6.67
Antenna cell: 1 / 0.00859
Tap cell: 1144 / 4.91
-- metrics by stage --
| stage | total power, uW | std cells | hold slack, ns |
|---|---|---|---|
| floorplan | 3580 | 3468 | 13.64 |
| global placement | 5880 | 4655 | 14.75 |
| detailed placement | 5830 | 4655 | 14.75 |
| CTS | 5890 | 4655 | 14.74 |
| global route | 6490 | 4656 | 14.79 |
| finish | 6030 | 4656 | 14.76 |
Power figures rest on the tool's default switching activity, not on a simulated workload.
